**flow/constraint.sdc**
```tcl
current_design hazard_unit

set clk_period 1.7
set clk_io_pct 0.2

create_clock -name clk0 -period $clk_period

set non_clock_inputs [all_inputs -no_clocks]
set_input_delay [expr $clk_period * $clk_io_pct] -clock clk0 $non_clock_inputs
set_output_delay [expr $clk_period * $clk_io_pct] -clock clk0 [all_outputs]
```
**flow/run.sh**
```bash
#!/bin/bash
# OpenROAD 26Q1-2900-gdf79404cd8, Yosys 0.63+post, stock flow scripts
make -C /OpenROAD-flow-scripts/flow DESIGN_CONFIG=/design/flow/config.mk WORK_HOME=/design/flow/orfs finish
```
**flow/config.mk**
```make
export PLATFORM = sky130hd
export DESIGN_NAME = hazard_unit
export DESIGN_NICKNAME = hazard_unit
export VERILOG_FILES = /design/flow/design.v
export SDC_FILE = /design/flow/constraint.sdc
export NUM_CORES = 4
export LEC_CHECK = 1
export CORE_AREA = 10 10 70 70
export DIE_AREA = 0 0 80 80
```
**flow/design.v**
```verilog
`timescale 1ns / 1ps
module hazard_unit (
    input  wire        ID_EX_MemRead,
    input  wire [4:0]  ID_EX_Rt,
    input  wire [4:0]  IF_ID_Rs,
    input  wire [4:0]  IF_ID_Rt,
    output reg         PCWrite,
    output reg         IF_ID_Write,
    output reg         ControlNOP
);
    always @(*) begin
        PCWrite      = 1;
        IF_ID_Write  = 1;
        ControlNOP   = 0;
        if (ID_EX_MemRead &&
            ((ID_EX_Rt == IF_ID_Rs) || (ID_EX_Rt == IF_ID_Rt))) begin
            PCWrite      = 0;
            IF_ID_Write  = 0;
            ControlNOP   = 1;
        end
    end
endmodule
```
==> impl_metrics.toml <==
# synthesis and place-and-route metrics
[run_status]
outcome = "finished, final reports clean"

[global_route]
grt_util_met3_pct = 0.682
grt_usage_pct = 1.99
grt_pass1_wl_um = 1030
grt.busiest_layer = "met2"
use_met1_pct = 2.18
grt_max_degree = 3
antenna_found_initial = 0
grt_overflow = 0
grt_use_met2_pct = 3.77
grt_pass1_vias = 198

[final_timing]
hold_viol = 0
rsz0062_at_grt = "yes"
worst_slew_pin_slew_ns = 0.157
drv_slew = 0
slew_headroom_pct = 89.5
whs_ns = 1.23
max_freq_mhz = 610
final.min_clock_period_ns = 1.64
finalCritPeriodShare_pct = 96.4
setup_viol = 0
fin_ws_ns = 0.0614

[setup_path]
crit_chain = "dlygate4sd2_1 -> xnor2_1 -> nand4_1 -> o22a_1 -> buf_2"
cp-end-kind = "output pin"
worst-path-max-fanout = 2
path_class = "input pin to output pin"
worst_path_max_delay_cell = "dlygate4sd2_1"
required_ns = 1.36
max_stage_delay_ns = 0.26
cp-start-kind = "input pin"
arrival_ns = 1.30

[placed_design]
pre_cts_ws_ns = -0.466
io_buffers = 19
dp.cells = 82
gp_congestion = 0.814

[route]
drt_first_pass_iters = 2
diodes = 0
wl_per_cell_um = 8.55
routed_wl_um = 718
routed_via_density = 2.45
num_vias = 206
final_antenna_net_count = 0
drt_iter0_drc = 1
drc = 0

[yosys]
fa_ha_area_share_pct = 0
mux_area_share_pct = 0
syn_avg_cell_area_sq_um = 7.65
ys_sh_aoi_pct = 11.5
yosys-stat-area_sq_um = 130
synth.logic.top_family = "XOR/XNOR gates"
ys.warnings.count = 1
syn_inst = 17
yosys_cells = 17
synth_cell_types = 6
xor_share_pct = 67.3
topCellsByArea = "xnor2_1, nand4_1, o22a_1"
ys_sh_simple_pct = 15.4
top_area_share_pct = 67.3
synthesis.area_sq_um = 130
yosysTopAreaCell = "xnor2_1"
yosysSeqAreaShare_pct = 0

[die]
pin_count = 19
die_y_um = 80
fp_util_pct = 3.81
rows = 21
die_w_um = 80
coreArea_sq_um = 3420
die_area_sq_um = 6400

[power]
leakagePower_nw = 0.147
peakVddDrop_mv = 0.0189
p_per_area_nw_per_um2 = 196

[clock_tree]
hold_buffers = 0

[final_layout]
final_common_cell = "dlygate4sd2_1"
clock_buffers = 0
ff_latch_area_sq_um = 0
flops = 0
final_cell_count_no_fill = 84
fillers = 404
lay_top_cells = "dlygate4sd2_1, xnor2_1, buf_2, buf_4"
drive_above_1_share_pct = 23.7
area_delta_synth_final_pct = 192

[run]
cap_violations = 0
warning_count = 33

[min_path]
hold_class = "input pin to output pin"
## final timing paths
path                        start    endpoint  slack, ns  depth (start not counted)
worst max-delay path  ID_EX_Rt[3]     PCWrite       0.06                          5
worst min-delay path  IF_ID_Rs[4]  ControlNOP       1.23                          5
## synthesized netlist by cell type, drive strengths merged
cell,n
buf,1
nand2,2
nand4,2
o22a,1
o22ai,1
xnor2,10
## power breakdown
group / switching (mW) / internal (mW) / total [mW]
clock network: 0 / 0 / 0
logic: 0.0269 / 0.0475 / 0.0744
registers: 0 / 0 / 0
total: 0.0269 / 0.0475 / 0.0744
## final cells by class
type	count	area, sq um	share of cell area, %
multi-input cells	16	144	37.8
repair buffers	22	179	47.0
well taps	46	57.6	15.1
## timing repair
action / CTS / global route
cloned: 0 / 0
resized: 24 / 3
pin swaps: 16 / 2
buffers inserted: 2 / 0
endpoints found under the setup margin: 3 / 3
## per-layer routing
metal / share of wire (%) / vias up
met4: 0 / 0
met1: 35 / 95
li1: - / 101
met5: 0 / -
met3: 11 / 0
met2: 54 / 10
## stage by stage
stage	power, mW	instance area, sq um	setup TNS [ns]	util [%]
detailed placement	0.0804	378	-1.37	11.1
finish	0.0744	380	0	11.1
global placement	0.0802	378	-1.33	11.1
floorplan	0.0272	130	0	-
global route	0.0815	380	-0.0483	11.1
CTS	0.0700	359	0	10.5
## worst max-delay path: cells and delay by family
family	cells	cell delay (ns)
buffers and inverters	2	0.38
AOI/OAI and AO/OA	1	0.26
xor gates and xnor gates	1	0.17
and+or+nand+nor	1	0.15
## kinds of logic after synthesis
group                     after synthesis
AOI/OAI and AO/OA                       2
xor gates and xnor gates               10
buffers and inverters                   1
and+or+nand+nor                         4
Power is estimated from default activity; no workload was simulated.
