===== config.mk =====
export PLATFORM = sky130hd
export DESIGN_NAME = forwarding_unit
export DESIGN_NICKNAME = forwarding_unit
export VERILOG_FILES = /design/flow/design.v
export SDC_FILE = /design/flow/constraint.sdc
export NUM_CORES = 4
export LEC_CHECK = 1
export CORE_AREA = 10 10 70 70
export DIE_AREA = 0 0 80 80

===== constraint.sdc =====
current_design forwarding_unit

set clk_period 2.3
set clk_io_pct 0.2

create_clock -name clk0 -period $clk_period

set non_clock_inputs [all_inputs -no_clocks]
set_input_delay [expr $clk_period * $clk_io_pct] -clock clk0 $non_clock_inputs
set_output_delay [expr $clk_period * $clk_io_pct] -clock clk0 [all_outputs]

===== design.v =====
`timescale 1ns / 1ps
module forwarding_unit (
    input  wire        EX_MEM_RegWrite,
    input  wire [4:0]  EX_MEM_Rd,
    input  wire        MEM_WB_RegWrite,
    input  wire [4:0]  MEM_WB_Rd,
    input  wire [4:0]  ID_EX_Rs,
    input  wire [4:0]  ID_EX_Rt,
    output reg  [1:0]  ForwardA,
    output reg  [1:0]  ForwardB
);
    always @(*) begin
        ForwardA = 2'b00;
        ForwardB = 2'b00;
        if (EX_MEM_RegWrite && (EX_MEM_Rd != 0) && (EX_MEM_Rd == ID_EX_Rs)) begin
            ForwardA = 2'b10;
        end
        if (EX_MEM_RegWrite && (EX_MEM_Rd != 0) && (EX_MEM_Rd == ID_EX_Rt)) begin
            ForwardB = 2'b10;
        end
        if (MEM_WB_RegWrite && (MEM_WB_Rd != 0) && 
            ~(EX_MEM_RegWrite && (EX_MEM_Rd != 0) && (EX_MEM_Rd == ID_EX_Rs)) &&
            (MEM_WB_Rd == ID_EX_Rs)) begin
            ForwardA = 2'b01;
        end
        if (MEM_WB_RegWrite && (MEM_WB_Rd != 0) && 
            ~(EX_MEM_RegWrite && (EX_MEM_Rd != 0) && (EX_MEM_Rd == ID_EX_Rt)) &&
            (MEM_WB_Rd == ID_EX_Rt)) begin
            ForwardB = 2'b01;
        end
    end
endmodule

===== run.sh =====
#!/bin/bash
# OpenROAD 26Q1-2900-gdf79404cd8, Yosys 0.63+post, stock flow scripts
make -C /OpenROAD-flow-scripts/flow DESIGN_CONFIG=/design/flow/config.mk WORK_HOME=/design/flow/orfs finish

==> results.toml <==
# implementation run metrics
[outcome]
status = "completed"

[floorplanning]
core_area_mm2 = 0.003416
dieWidth_um = 80
ios = 26
rows = 21
fp_util_pct = 7.912
fp.dieH_um = 80
dieArea_mm2 = 0.006400

[grt]
grt_antenna_before_repair = 0
globalRoute.busiestLayer = "met2"
use_met3_pct = 1.364
grt_use_met1_pct = 4.884
grt_use_met2_pct = 6.421
grt_max_degree = 4
overflow = 0
grt_usage_pct = 3.835
grt_pass1_wl_mm = 2.049
first_global_vias = 453

[finish]
combGateArea_um2 = 320.3
finalNonFillerCells = 126
final_common_cell = "buf_4"
syn_to_final_growth_pct = 182.9
seq_area_um2 = 0
ff_count = 0
drive_above_1_share_pct = 45.00
fillers = 370
post-route-util_pct = 22.38
clkbuf_count = 0
layout_top_cells = "buf_4, xnor2_1, clkdlybuf4s50_1"

[final_timing]
setup_slack_ns = 0.05323
period_minus_slack_ns = 2.247
fin_crit_sh_pct = 97.69
max_freq_mhz = 445.1
final-setup-viol-count = 0
rsz0062_at_grt = "no"
worst_pin_slew_ns = 0.2637
hold_viol = 0
drv_slew = 0
finalSetupTns_ns = 0
maxSlewHeadroom_pct = 82.27

[clock_tree]
ctsHoldBuffers = 0

[route]
drc = 0
antenna_left = 0
routedWlPerCell_um = 10.48
drt_iter0_drc = 0
vias = 425
via_per_inst = 3.373
postRouteWirelength_mm = 1.320
n_antenna_cell = 0
dr.pass1.iters = 1

[logic_synthesis]
syn-mean-instance-area_um2 = 7.949
ys_types = 10
ys_cells = 34
synth_warnings = 1
synth_top_area_share_pct = 51.85
netlist_instances = 34
synthTopCellsByArea = "xnor2_1, xor2_1, nor4_2"
ys_seq_share_pct = 0
synth_area_leader_cell = "xnor2_1"
yosysChipArea_um2 = 270.3
syn_area_um2 = 270.3

[power_and_ir_drop]
powerDensity_mw_per_mm2 = 163.7
max-vdd-ir-drop_v = 0.00002345
p_leak_nw = 0.3016

[place]
dp.cells = 124
gp_congestion = 0.8293
place_ws_ns = -0.5931
port_buffers = 26
dp_hpwl_mm = 1.154

[critical_path]
critPathKind = "primary input to primary output"
worstPathRequired_ns = 1.84
slowest_stage = "or4_4"
crit_fanout = 2
critical_path.top_delay_family = "simple AND/OR/NAND/NOR gates"
slowest_delay_ns = 0.52
critPathLaunchType = "primary input"
cp_data_arrival_time_ns = 1.79
worst_setup_path_end_kind = "primary output"
cp.buffers_inverters = 3
worstPathCellList = "buf_2 -> or4_4 -> o21ai_4 -> nor4_2 -> buf_4 -> nor4_2 -> buf_2"

[worst_hold_path]
holdCritPathClass = "primary input to primary output"

[job]
warnings = 32
maxCapViolCount = 0
[cell usage after synthesis]
| cell type | n |
|---|---|
| nor4_1 | 2 |
| nor2_1 | 1 |
| xor2_1 | 4 |
| nand4_1 | 2 |
| nand3_1 | 2 |
| nor4_2 | 2 |
| xnor2_1 | 16 |
| nand2_1 | 2 |
| o21ai_2 | 1 |
| or4_1 | 2 |
[final timing paths]
check | startpoint | to | slack [ns] | cells past startpoint
setup / recovery | EX_MEM_Rd[2] | ForwardA[0] | 0.05 | 7
hold / removal | EX_MEM_Rd[3] | ForwardB[1] | 1.47 | 6
[layout make-up]
type / instances / share of cell area [%]
timing repair buffer: 46 / 50.57
multi-input combinational: 34 / 41.90
tap: 46 / 7.529
[metal layers]
| metal | vias up | share of wire (%) |
|---|---|---|
| li1 | 224 | - |
| met4 | 0 | 0 |
| met1 | 182 | 44 |
| met2 | 19 | 44 |
| met3 | 0 | 12 |
| met5 | - | 0 |
[cell families after synthesis]
| group | share of synthesized area [%] |
|---|---|
| XOR/XNOR | 64.81 |
| AND/OR/NAND/NOR | 31.94 |
| AND-OR/OR-AND | 3.241 |
[per-stage QoR]
| stage | power (W) | area [um2] | hold slack [ns] |
|---|---|---|---|
| 2_1_floorplan | 0.00003639 | 270.3 | 1.009 |
| 3_3_place_gp | 0.0001164 | 723.2 | 1.891 |
| 3_5_place_dp | 0.0001168 | 723.2 | 1.880 |
| 4_1_cts | 0.0001238 | 754.5 | 1.563 |
| 5_1_grt | 0.0001350 | 764.5 | 1.507 |
| 6_report | 0.0001252 | 764.5 | 1.466 |
[where the power goes]
group	switching [W]	internal (W)	total, W	leakage [nW]
Combinational	0.0000461	0.0000790	0.000125	0.302
Sequential	0	0	0	0
Clock	0	0	0	0
[repair_timing]
item | in CTS | in global routing
gates cloned | 0 | 0
setup endpoints to repair | 4 | 2
gates resized | 35 | 7
pin swaps | 7 | 5
setup buffers | 2 | 0
Power is estimated from default activity; no workload was simulated.
