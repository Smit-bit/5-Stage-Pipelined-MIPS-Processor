<file path="flow/design.v">
`timescale 1ns / 1ps
module ex_mem (
    input  wire        clk,
    input  wire        rst,
    input  wire        RegWrite_in,
    input  wire        MemtoReg_in,
    input  wire        MemRead_in,
    input  wire        MemWrite_in,
    input  wire [31:0] alu_result_in,
    input  wire [31:0] write_data_in,
    input  wire [4:0]  dest_reg_in,
    output reg         RegWrite_out,
    output reg         MemtoReg_out,
    output reg         MemRead_out,
    output reg         MemWrite_out,
    output reg [31:0]  alu_result_out,
    output reg [31:0]  write_data_out,
    output reg [4:0]   dest_reg_out
);
    always @(posedge clk or posedge rst) begin
        if (rst) begin
            RegWrite_out    <= 0;
            MemtoReg_out    <= 0;
            MemRead_out     <= 0;
            MemWrite_out    <= 0;
            alu_result_out  <= 0;
            write_data_out  <= 0;
            dest_reg_out    <= 0;
        end else begin
            RegWrite_out    <= RegWrite_in;
            MemtoReg_out    <= MemtoReg_in;
            MemRead_out     <= MemRead_in;
            MemWrite_out    <= MemWrite_in;
            alu_result_out  <= alu_result_in;
            write_data_out  <= write_data_in;
            dest_reg_out    <= dest_reg_in;
        end
    end
endmodule
</file>
<file path="flow/run.sh">
#!/bin/bash
# OpenROAD 26Q1-2900-gdf79404cd8, Yosys 0.63+post, stock flow scripts
make -C /OpenROAD-flow-scripts/flow DESIGN_CONFIG=/design/flow/config.mk WORK_HOME=/design/flow/orfs finish
</file>
<file path="flow/config.mk">
export PLATFORM = sky130hd
export DESIGN_NAME = ex_mem
export DESIGN_NICKNAME = ex_mem
export VERILOG_FILES = /design/flow/design.v
export SDC_FILE = /design/flow/constraint.sdc
export NUM_CORES = 4
export LEC_CHECK = 1
export CORE_UTILIZATION = 50
</file>
<file path="flow/constraint.sdc">
current_design ex_mem

set clk_period 1.0
set clk_io_pct 0.2

create_clock -name clk0 -period $clk_period [get_ports {clk}]

set non_clock_inputs [all_inputs -no_clocks]
set_input_delay [expr $clk_period * $clk_io_pct] -clock clk0 $non_clock_inputs
set_output_delay [expr $clk_period * $clk_io_pct] -clock clk0 [all_outputs]
</file>
==> results.cfg <==
; physical design summary
[outcome]
outcome = did not finish
lastStage = detailed placement
error = [ERROR DPL-0036] Detailed placement failed.

[floorplan]
ios = 148
die_h_um = 62.5
dieWidth_um = 62.5
fp-utilization = 0.536
row_count = 21

[synth]
syn_inst = 74
syn_avg_cell_area_um2 = 24.7
top_area_cell = dfrtp_1
yosysWarnings = 1
area_leaders = dfrtp_1 (100%), inv_1 (0.21%)
yosys.area.top_type_share = 0.998
postSynthSeqShare = 0.998
synth_chip_area_mm2 = 0.00183
ys_ff = 73
yosysCellCount = 74
netlist_area_mm2 = 0.00183
synthDistinctLibCells = 2

[place]
gp_congestion = 0.757
io_buffers = 147
==> through the flow <==
step | hold slack [ns] | setup slack, ns | instance area [um2] | instances
after floorplan | 0.231 | -0.0120 | 1830 | 74
after global placement | 0.646 | 0.0215 | 3430 | 271
==> cell families after synthesis <==
group                  synth area share
flip-flops                        0.998
buffers and inverters           0.00205
==> cells in the mapped netlist <==
master / instances
dfrtp_1: 73
inv_1: 1
